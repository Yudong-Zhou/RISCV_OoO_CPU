==> flow/design.v <==
`timescale 1ns / 1ps
module ALU #(
    parameter ALU_NO = 0
)(
    input           clk, 
    input           rstn,
    input [2:0]     alu_number,
    input [3:0]     optype,
    input [31:0]    data_in_sr1,
    input [31:0]    data_in_sr2,
    input [31:0]    data_in_imm,
    input [5:0]     dr_in,
    output reg [31:0]   data_out_dr,
    output reg [5:0]    dr_out,
    output reg          FU_ready,
    output reg          FU_is_using
);
    always @(*) begin
        if (~rstn) begin
            data_out_dr = 32'b0;
            dr_out      = 6'b0;
            FU_ready    = 1'b1;
            FU_is_using = 1'b0;
        end 
        else begin
            FU_is_using = 1'b0;
            if (alu_number[ALU_NO] == 1) begin  
                dr_out      = dr_in;
                FU_ready    = 1'b0; 
                if ((optype != 4'd7) && (optype != 4'd8)) begin
                    FU_is_using = 1'b1;  
                end
                else begin
                    FU_ready = 1'b0;  
                end
                case(optype)
                    4'd1:
                        data_out_dr = data_in_sr1 + data_in_sr2;
                    4'd2:
                        data_out_dr = data_in_sr1 + data_in_imm;
                    4'd3:
                        data_out_dr = data_in_imm;
                    4'd4:
                        data_out_dr = data_in_sr1 | data_in_imm;
                    4'd5:
                        data_out_dr = data_in_sr1 ^ data_in_sr2;
                    4'd6:
                        data_out_dr = data_in_sr1 >> data_in_imm[4:0];
                    4'd7:
                        data_out_dr = data_in_sr1 + data_in_imm;
                    4'd8:
                        data_out_dr = data_in_sr1 + data_in_imm;
                    4'd9:
                        data_out_dr = data_in_sr1 + data_in_imm;
                    4'd10:
                        data_out_dr = data_in_sr1 + data_in_imm;
                endcase                     
                FU_ready    = 1'b1;
            end 
        end
    end
endmodule
==> flow/run.sh <==
#!/bin/bash
# OpenROAD 26Q1-2900-gdf79404cd8, Yosys 0.63+post, stock flow scripts
make -C /OpenROAD-flow-scripts/flow DESIGN_CONFIG=/design/flow/config.mk WORK_HOME=/design/flow/orfs finish
==> flow/config.mk <==
export PLATFORM = sky130hd
export DESIGN_NAME = ALU
export DESIGN_NICKNAME = ALU
export VERILOG_FILES = /design/flow/design.v
export SDC_FILE = /design/flow/constraint.sdc
export NUM_CORES = 4
export LEC_CHECK = 1
export CORE_UTILIZATION = 40
==> flow/constraint.sdc <==
current_design ALU

set clk_period 1.0
set clk_io_pct 0.2

create_clock -name clk0 -period $clk_period

set non_clock_inputs [all_inputs -no_clocks]
set_input_delay [expr $clk_period * $clk_io_pct] -clock clk0 $non_clock_inputs
set_output_delay [expr $clk_period * $clk_io_pct] -clock clk0 [all_outputs]
==> results_slide.txt <==
Flow Results at a Glance

Finish
  – Share of cells above drive strength 1: between 10% and 20%
  – Most instantiated logic cells after routing: 139 x clkdlybuf4s50_1, 98 x nand2_1, 63 x a21oi_1
  – Most frequent logic cell in the layout: clkdlybuf4s50_1
  – Fin area: 0.00713 sq mm
  – Core Util, Final: between 50% and 60%
  – Area growth, synth to finish: 30.6%
  – Non-filler cells, final: between 1000 and 1500

Drt
  – ANT nets after route: 0
  – Drt pass-1 iters: 5
  – Initial DRC Count: 590
  – DR DRC count: 0
  – Total wire length: 20900 um
  – Total number of vias: 6061
  – WL per Instance: 20.7 um
  – Vias per inst: 6.02
  – Diodes inserted: 0

Power
  – Maximum vdd drop: 307 uV
  – Pwr dens: 637 mW/mm^2
  – LEAKAGE: 0.00289 uW

Synthesis
  – Post-synth area from yosys stat: 0.00546 sq mm
  – Number of enable flip-flop cells: 0
  – Yosys Instances: 711
  – Unique cell types: 72
  – Ys async rst share: 0%
  – Mapped cell area: 0.00546 sq mm
  – Synth warnings: 1
  – Synth flops: 38
  – Dominant flop cell: dlxtn_1
  – Avg Cell Area, Syn: ~7.7 sq um
  – Cells after synthesis: 711

Worst setup path
  – CP cell instances: buf_6 -> nand2b_4 -> o211ai_1 -> a21oi_1 -> buf_2
  – Worst EP arrival: 0.73 ns
  – Crit end category: output port
  – Crit path buf inv count: 2
  – Worst EP required: 0.80 ns
  – CP max stage delay: about 0.16 ns
  – CP Launch Type: primary input
  – CP max stage cell: o211ai_1
  – Top cell family by delay on the critical path: AND-OR/OR-AND gates
  – Critical Path Fanout Max: 2
  – Setup CP Type: in2out

Timing
  – RSZ-0062 raised after global routing: no
  – Measured slew at the worst slew-check pin: 0.847 ns
  – Final tally of hold violations: 0
  – Final period util: ~93%
  – # setup viols final: 0
  – Achievable frequency: around 1.1 GHz
  – Crit path time final: 0.934 ns
  – Hold WS: 0.773 ns
  – Register pins left without a clock: 38
  – Slew HR: 43.4%
  – Final worst slack: 0.0660 ns
  – Endpoints left unconstrained: 76
  – Final Max Tran Viols: 0

GRT
  – Met1 usage: between 40% and 50%
  – Initial antenna violation count: 0
  – GRT Total Usage: between 30% and 40%
  – Gr busiest metal: met2
  – Met2 GRT Util: 46.0%
  – Pin count of the biggest net entering global routing: approximately 41
  – Vias in the first global route: 5680
  – M3 GR Usage: between 5 and 6%
  – First-pass GRT wire length: 32700 um
  – GR Overflow Total: 0

Placement
  – Pre-CTS WS: -0.699 ns
  – Final Wtd Congestion: 0.948
  – Placed cell area: ~0.007 sq mm
  – Number of port buffers: around 150
  – Final HPWL DP: about 16000 um
  – Placed instance count: 1005

Clocking
  – CTS Hold Bufs: 0

Worst hold path
  – Hold path endpoint: FU_is_using
  – Hold depth: 4
  – Hold WC Path Type: in2out
  – Hold Crit Start: optype[3]

Floorplanning
  – Chip area: 0.0141 sq mm
  – Core Util at FP: 41.1%
  – IO Pins: 151
  – Die Height: 119 um
  – Die Width: 119 um
  – Core Area: 0.0133 sq mm
  – Core Rows: 42

Job
  – OpenROAD warnings: 42
  – Max Cap Viol: 0

Status
  – Outcome: finished clean
through the flow:
stage / TNS [ns] / total power [uW]
finish: 0 / 4540
global route: 0 / 4940
CTS: 0 / 4500
detailed placement: -0.699 / 4470
global placement: -0.705 / 4470
floorplan: 0 / 2960
layer usage:
metal | up-vias | part of all wire (%)
li1 | 2922 | -
met5 | - | 0
met4 | 0 | 1.7
met2 | 288 | 44
met1 | 2824 | 46
met3 | 27 | 8.2
cells by family (layout without fill, tap and decap cells):
kind of cell    after synthesis  in the layout  share of synthesized area [%]
compound gates              225            225                           29.0
xor+xnor                     59             59                           9.47
fa+ha+maj                    39             39                           9.08
buf+inv                      56            176                           4.15
latches                      38             38                           10.5
mux                          84             84                           20.2
other cells                   1              1                         0.0687
simple gates                209            209                           17.6
cell type report:
class                   count  area (sq um)
fillers                  1233          6170
inverters                   6          22.5
repair buffers            170          1620
well taps                 176           220
flip-flops and latches     38           571
multi-input cells         617          4700
power by group:
group          internal, uW  leakage, uW  total, uW  switching, uW
registers               197     0.000299        217           20.2
logic                  2040      0.00259       4330           2290
clock network             0            0          0              0
total                  2240      0.00289       4540           2310
how the worst max path moves through the flow:
| stage | end | cells past startpoint | startpoint |
|---|---|---|---|
| 4_1_cts | FU_is_using | 5 | optype[3] |
| 5_1_grt | FU_is_using | 5 | optype[3] |
| 6_report | FU_is_using | 5 | optype[3] |
timing repair:
action | CTS | global route
buffers inserted | 2 | 0
endpoints found under the setup margin | 1 | 0
resized | 27 | 0
cell usage after synthesis (all sizes together), types with 6 or more instances:
master	instances	share of area, %
buf	17	1.5
mux2i	26	4.8
nor2	37	2.5
o22ai	6	0.69
xnor2	47	7.5
a211oi	12	2.0
ha	38	8.7
xor2	12	1.9
a31oi	12	1.4
a21o	25	3.4
a221oi	15	2.9
a21oi	67	6.3
and3	7	0.80
a222oi	13	2.4
and2	14	1.6
clkbuf	33	2.3
dlxtn	38	10
nand3	9	0.83
nand2	100	6.9
mux4	17	7.0
o21ai	33	3.0
mux2	41	8.5
nor2b	8	0.92
nor3	10	0.92
sequential cells by signal, summed over array words and instances (netlist names):
register     flops
dr_out           6
data_out_dr     32
tightest hold or removal path: stages:
cell and delay (ns):
buf_6 0.07, buf_4 0.14, a21oi_1 0.06, buf_2 0.10
Power is estimated from default activity; no workload was simulated.
