==> flow/design.v <==
module controller(
    instr,
    clk,
    controlSignals,
    aluOp,
    lwSw
);
    input [31:0] instr;
    input clk;
    output reg [6:0] controlSignals;
    output reg [1:0] aluOp;
    output reg [1:0] lwSw;
    reg [6:0] opcode;
    always @(*) begin
        opcode = instr[6:0];
        if (opcode == 7'b0110011) begin  
            controlSignals = 7'b0100000;
            aluOp = 2'b10;
            lwSw = 2'b00;
        end else if (opcode == 7'b0010011) begin  
            controlSignals = 7'b1110000;
            aluOp = 2'b10;
            lwSw = 2'b00;
        end else if (opcode == 7'b0000011) begin  
            controlSignals = 7'b1110101;
            aluOp = 2'b00;
            lwSw = 2'b10;
        end else if (opcode == 7'b0100011) begin  
            controlSignals = 7'b1010010;
            aluOp = 2'b00;
            lwSw = 2'b01;
        end else if (opcode == 7'b1100011) begin  
            controlSignals = 7'b1001000;
            aluOp = 2'b01;
            lwSw = 2'b00;
        end else begin
            controlSignals = 7'b0000000;
            aluOp = 2'b00;
            lwSw = 2'b00;
        end
    end
endmodule
`timescale 1ns / 1ps
module Decode(
    input [31 : 0]          instr,
    input                   clk,
    input                   rstn,
    output reg [6 : 0]      opcode,
    output reg [2 : 0]      funct3, 
    output reg [6 : 0]      funct7,
    output reg [4 : 0]      srcReg1,     
    output reg [4 : 0]      srcReg2,
    output reg [4 : 0]      destReg,     
    output reg [31 : 0]     imm,
    output reg              hasImm, 
    output reg [1 : 0]      lwSw,        
    output reg [1 : 0]      aluOp,       
    output reg              regWrite,
    output reg              aluSrc,
    output reg              branch,
    output reg              memRead,
    output reg              memWrite,
    output reg              memToReg
);
    wire [6 : 0]    controlSignals;
    wire [1 : 0]    aluOp_wire;
    wire [1 : 0]    lwsw_wire;
    wire [31 :0]    imm_wire;
    controller contMod (
        .instr(instr),
      	.clk(clk),
        .controlSignals(controlSignals),
        .aluOp(aluOp_wire),
        .lwSw(lwsw_wire)
    );
    immGen immMod (
        .instr(instr),
      	.clk(clk),
        .rstn(rstn),
        .imm(imm_wire)
    );
    always @(*) begin
        if (~rstn)begin
            opcode      <= 7'b0;
            funct3      <= 3'b0;
            funct7      <= 7'b0;
            destReg     <= 5'b0;
            srcReg1     <= 5'b0;
            srcReg2     <= 5'b0;
            imm         <= 32'b0;
            hasImm      <= 1'b0;
            lwSw        <= 2'b0;
            aluOp       <= 2'b0;
            regWrite    <= 1'b0;
            aluSrc      <= 1'b0;
            branch      <= 1'b0;
            memRead     <= 1'b0;
            memWrite    <= 1'b0;
            memToReg    <= 1'b0;
        end
        else begin
            imm         <= imm_wire;
            lwSw        <= lwsw_wire;
            aluOp       <= aluOp_wire;
            opcode      = instr[6:0];
            funct3      <= instr[14:12];
            funct7      <= instr[31:25];
            srcReg1     <= instr[19:15];
            if (opcode == 7'b0000011) begin  
                destReg     = instr[11:7];
                srcReg2     = 5'b0;
            end else if (opcode == 7'b0100011) begin  
                destReg     = 5'b0;
                srcReg2     = instr[24:20];
            end else begin
                destReg     = instr[11:7];
                srcReg2     = instr[24:20];
            end
            hasImm      <= controlSignals[6];
            regWrite    <= controlSignals[5];
            aluSrc      <= controlSignals[4];
            branch      <= controlSignals[3];
            memRead     <= controlSignals[2];
            memWrite    <= controlSignals[1];
            memToReg    <= controlSignals[0];
        end
    end
endmodule
module immGen (
    instr,
    rstn,
  	clk,
    imm
);
    input [31:0] instr;
    input rstn;
    input clk;
    output reg [31:0] imm;
    reg [6:0] opcode;
    reg [19:0] nseImm;  
    always @(*) begin
        if (~rstn)begin
            opcode      <= 7'b0;
            nseImm      <= 20'b0;
            imm         <= 32'b0;
        end
        else begin
            opcode = instr[6:0];
            if (opcode == 7'b0010011) begin  
                nseImm[11:0] = instr[31:20];
            end else if (opcode == 7'b0000011) begin  
                nseImm[11:0] = instr[31:20];
            end else if (opcode == 7'b0100011) begin  
                nseImm[11:0] = {instr[31:25],instr[11:7]};
            end else if (opcode == 7'b1100011) begin  
                nseImm[11:0] = {instr[31],instr[7],instr[30:25],instr[11:8]};
            end else if (opcode == 7'b0110111) begin
                nseImm[19:0] = instr[31:12];
            end else begin
                nseImm = 20'b0;
            end
            if (opcode == 7'b0110111) begin
                imm[31:12] = nseImm[19:0];
                imm[11:0] = 12'b0;
            end
            else begin
                imm[11:0] = nseImm[11:0];
                imm[31:12] = {20{nseImm[11]}};
            end
        end
    end
endmodule
==> flow/run.sh <==
#!/bin/bash
# OpenROAD 26Q1-2900-gdf79404cd8, Yosys 0.63+post, stock flow scripts
make -C /OpenROAD-flow-scripts/flow DESIGN_CONFIG=/design/flow/config.mk WORK_HOME=/design/flow/orfs finish
==> flow/config.mk <==
export PLATFORM = sky130hd
export DESIGN_NAME = Decode
export DESIGN_NICKNAME = Decode
export VERILOG_FILES = /design/flow/design.v
export SDC_FILE = /design/flow/constraint.sdc
export NUM_CORES = 4
export LEC_CHECK = 1
export CORE_AREA = 10 10 95 95
export DIE_AREA = 0 0 105 105
==> flow/constraint.sdc <==
current_design Decode

set clk_period 7.2
set clk_io_pct 0.2

create_clock -name clk0 -period $clk_period

set non_clock_inputs [all_inputs -no_clocks]
set_input_delay [expr $clk_period * $clk_io_pct] -clock clk0 $non_clock_inputs
set_output_delay [expr $clk_period * $clk_io_pct] -clock clk0 [all_outputs]
==> impl_table.tex <==
% Implementation results table
\begin{tabular}{lr}
\hline
Metric & Value \\
\hline
\multicolumn{2}{l}{\textbf{Outcome}} \\
Run status & completed \\
\multicolumn{2}{l}{\textbf{Critical path}} \\
Arrival time at the worst endpoint & 4.07 ns \\
Ordered list of cells on the worst path & clkdlybuf4s50\_1, mux2\_2, nor4\_2, nand2\_1, a21oi\_1, clkdlybuf4s50\_1 \\
Setup crit end & imm[26] \\
CP Launch Point & instr[5] \\
Nature of the critical path startpoint & input pin \\
Slowest stage cell, crit path & sky130\_fd\_sc\_hd\_\_clkdlybuf4s50\_1 \\
Setup crit end kind & primary output \\
Data required time of the worst path & roughly 5.8 ns \\
Largest stage delay, worst path & between 0.7 and 0.8 ns \\
Most frequent cell on the critical path & sky130\_fd\_sc\_hd\_\_clkdlybuf4s50\_1 \\
Setup Crit Path Kind & in2out \\
Largest fanout of any net on the critical path & 15 \\
\multicolumn{2}{l}{\textbf{Detailed routing}} \\
Pre-Repair DR Iteration Count & 4 \\
Number of antenna repair diodes & 0 \\
Aggregate routed wire length & 5560 um \\
Vias after detailed routing & about 1.4k \\
Antenna viol nets, final & 0 \\
Remaining design rule violation count & 0 \\
Routed wirelength normalized by instance count & 16.3 um \\
First DRT Iteration DRCs & between 40 and 50 \\
Post-DR vias/cell & 4.21 \\
\multicolumn{2}{l}{\textbf{Finish}} \\
Flip-flops & 0 \\
Number of fillers in the final layout & approximately 760 \\
Synth-to-layout area growth & 125\% \\
Share of final-layout standard cells stronger than drive strength 1 & 2.86\% \\
Design area & 0.00200 mm2 \\
Area occupied by registers & 0 um2 \\
Clock buffer count & 0 \\
\multicolumn{2}{l}{\textbf{Floorplanning}} \\
X dimension of the die & about 110 um \\
Pre-Place Util & between 10\% and 20\% \\
DIE AREA & 0.0110 mm2 \\
Num ports & 109 \\
Core Box Area & 0.00691 mm2 \\
Site row count & 30 \\
Vertical die dimension & 105 um \\
\multicolumn{2}{l}{\textbf{GRT}} \\
Overflow left after global routing & 0 \\
Antenna violations before repair & 0 \\
First-pass GRT wire length & 8400 um \\
Maximum number of pins on one net before global-route repair & 35 \\
GRT Util Overall & just over 9\% \\
Vias in the first global route & 1458 \\
\multicolumn{2}{l}{\textbf{Synthesis}} \\
Post-synthesis instance area & 887 um2 \\
Cell variety after synth & 32 \\
Yosys stat area & 887 um2 \\
Mean area per synthesized cell & roughly 5.7 um2 \\
Post-synthesis cell count from yosys & 155 \\
Proportion of synthesized chip area in sequential cells & 0\% \\
Gate count after technology mapping & 155 \\
Ys Warns & 11 \\
\multicolumn{2}{l}{\textbf{Clock tree}} \\
Hold-fix buffer count after cts & 0 \\
Post CTS Setup Buffer Count & 0 \\
Post-CTS resize count & 0 \\
\multicolumn{2}{l}{\textbf{Worst hold path}} \\
Worst min path class & in2out \\
\multicolumn{2}{l}{\textbf{Placement}} \\
Instance area after placement & approximately 0.002 mm2 \\
Routability Congestion & 0.794 \\
Detailed placement HPWL & approximately 4700 um \\
Port Buffers & 108 \\
\multicolumn{2}{l}{\textbf{Final timing}} \\
Period Utilization, post-route & $\sim$77\% \\
Final number of setup-violating endpoints & 0 \\
Clock period minus final worst setup slack & 5.51 ns \\
Relative max-transition margin & 60.1\% \\
Final hold viol count & 0 \\
Max-slew violation count & 0 \\
Setup\_tns & 0 ns \\
Fmax achieved & approximately 0.18 GHz \\
Setup repair after global routing missed its margin & no \\
Actual slew at the worst max-slew pin & $\sim$0.60 ns \\
\multicolumn{2}{l}{\textbf{Pwr}} \\
Leakage power summed over all cells & approximately 0.73 nW \\
Pwr per Cell Area & 35.2 mW/mm2 \\
Worst ir drop on vdd & about 0.013 mV \\
\multicolumn{2}{l}{\textbf{Flow run}} \\
Maximum Capacitance Violations & 0 \\
OpenROAD warning count & 33 \\
\hline
\end{tabular}
[area by class of cell]
cell class	instances	area (um2)	share of cell area [%]
multi-input cells	131	768	38.5
repair buffers	109	1090	54.5
well taps	96	120	6.02
inverters	5	18.8	0.940
[layout by cell type, fill, tap and decap left out]
cell / n
sky130_fd_sc_hd__a211oi_1: 1
sky130_fd_sc_hd__a211oi_2: 3
sky130_fd_sc_hd__a21o_1: 3
sky130_fd_sc_hd__a21oi_1: 23
sky130_fd_sc_hd__and2_1: 21
sky130_fd_sc_hd__and2b_1: 1
sky130_fd_sc_hd__and3_1: 11
sky130_fd_sc_hd__and3b_1: 2
sky130_fd_sc_hd__and4b_1: 1
sky130_fd_sc_hd__and4bb_1: 1
sky130_fd_sc_hd__buf_4: 1
sky130_fd_sc_hd__clkdlybuf4s50_1: 108
sky130_fd_sc_hd__clkinv_1: 1
sky130_fd_sc_hd__inv_1: 4
sky130_fd_sc_hd__mux2_2: 1
sky130_fd_sc_hd__nand2_1: 21
sky130_fd_sc_hd__nand2b_1: 3
sky130_fd_sc_hd__nand3_1: 3
sky130_fd_sc_hd__nand3b_1: 2
sky130_fd_sc_hd__nor2_1: 12
sky130_fd_sc_hd__nor3_1: 1
sky130_fd_sc_hd__nor3b_1: 2
sky130_fd_sc_hd__nor4_2: 1
sky130_fd_sc_hd__o21a_1: 1
sky130_fd_sc_hd__o21ai_0: 2
sky130_fd_sc_hd__o22ai_1: 8
sky130_fd_sc_hd__o2bb2ai_1: 2
sky130_fd_sc_hd__o311ai_0: 2
sky130_fd_sc_hd__or2_1: 1
sky130_fd_sc_hd__or2_2: 1
sky130_fd_sc_hd__or3_1: 1
[cells in the mapped netlist, drive strengths merged, types with 3 or more instances]
cell / number / share of area [%]
a21oi: 23 / 13
and2: 21 / 15
nand2: 21 / 8.9
nor2: 12 / 5.1
and3: 11 / 7.8
buf: 11 / 7.9
clkbuf: 8 / 3.4
o22ai: 8 / 5.6
a211oi: 4 / 5.1
inv: 4 / 1.7
a21o: 3 / 2.5
nand2b: 3 / 2.1
nand3: 3 / 1.7
[layer usage]
layer | wire, um | global-route usage, % | vias up
met4 | 0 | 0 | 0
met5 | 0 | 0 | -
met2 | 2570 | 15.9 | 62
met3 | 484 | 2.98 | 0
met1 | 2510 | 11.6 | 653
li1 | - | - | 722
[through the flow]
stage | util (%) | cells | power (mW) | worst slack, ns | hold slack [ns]
after detailed placement | 28.9 | 341 | 0.0712 | 1.68 | 3.81
after floorplan | - | 155 | 0.0200 | 3.34 | 2.94
after CTS | 28.9 | 341 | 0.0714 | 1.69 | 3.82
final | 28.9 | 341 | 0.0703 | 1.69 | 3.81
after global placement | 28.9 | 341 | 0.0708 | 1.69 | 3.81
after global routing | 28.9 | 341 | 0.0769 | 1.52 | 3.85
[report_power, final]
| group | switching (mW) | internal (mW) |
|---|---|---|
| Sequential | 0 | 0 |
| Clock | 0 | 0 |
| Combinational | 0.0265 | 0.0438 |
[worst min path at each step]
stage	startpoint	endpoint	slack, ns	cells past startpoint
after global routing	instr[19]	imm[19]	3.85	4
final	instr[19]	imm[19]	3.81	4
after CTS	instr[19]	imm[19]	3.82	4
[worst max-delay path: cells and delay by family]
| family | cells | cell delay (ns) |
|---|---|---|
| AND-OR/OR-AND | 1 | 0.24 |
| buffers and inverters | 2 | 1.28 |
| AND/OR/NAND/NOR | 2 | 0.68 |
| multiplexers | 1 | 0.41 |
[kinds of logic (layout without fill, tap and decap cells)]
logic type	Yosys count	count (layout)	share of synthesized area [%]
AOI/OAI and AO/OA	45	45	32.2
and+or+nand+nor	85	85	53.2
buffers and inverters	24	114	13.4
muxes	1	1	1.27
Power and IR drop assume default switching activity.
