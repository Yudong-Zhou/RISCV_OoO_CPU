File: design/flow/constraint.sdc
current_design IF_ID_Reg

set clk_period 1.0
set clk_io_pct 0.2

create_clock -name clk0 -period $clk_period [get_ports {clk}]

set non_clock_inputs [all_inputs -no_clocks]
set_input_delay [expr $clk_period * $clk_io_pct] -clock clk0 $non_clock_inputs
set_output_delay [expr $clk_period * $clk_io_pct] -clock clk0 [all_outputs]
File: design/flow/design.v
`timescale 1ns/1ps
module IF_ID_Reg (
    input           clk,
    input           rstn,
    input [31:0]    inst_IF_in,
    input           stop_in,
    input [31:0]    PC_in,
    output reg [31:0]   inst_ID_out,
    output reg          stop_out,
    output reg [31:0]   PC_out
);
    always @(posedge clk or negedge rstn) begin
        if (~rstn) begin
            inst_ID_out <= 32'b0;
            stop_out    <= 1'b0;
            PC_out      <= 32'b0;
        end
        else begin
            inst_ID_out <= inst_IF_in;
            stop_out    <= stop_in;
            PC_out      <= PC_in;
        end
    end
endmodule
File: design/flow/config.mk
export PLATFORM = sky130hd
export DESIGN_NAME = IF_ID_Reg
export DESIGN_NICKNAME = IF_ID_Reg
export VERILOG_FILES = /design/flow/design.v
export SDC_FILE = /design/flow/constraint.sdc
export NUM_CORES = 4
export LEC_CHECK = 1
export CORE_UTILIZATION = 40
File: design/flow/run.sh
#!/bin/bash
# OpenROAD 26Q1-2900-gdf79404cd8, Yosys 0.63+post, stock flow scripts
make -C /OpenROAD-flow-scripts/flow DESIGN_CONFIG=/design/flow/config.mk WORK_HOME=/design/flow/orfs finish
==> flow_metrics.env <==
# physical design summary
export IMPL_vias_per_cell=4.29
export IMPL_core_util_floorplan_pct=43.1
export IMPL_ys_area_um2=1630
export IMPL_placed_cells_incl_taps=246
export IMPL_hold_path_class="in2async"
export IMPL_yosys_area_share_adder_pct=0
export IMPL_worstPathMaxFanout=1
export IMPL_min_period_ns=1.03
export IMPL_synthDistinctLibCells=1
export IMPL_final_setup_worst_slack_ns=-0.0322
export IMPL_layout_drive_gt1_share_pct=38.3
export IMPL_clock_path_buffers=2
export IMPL_powerDensity_nw_per_um2=1780
export IMPL_cp_arrival_ns=0.83
export IMPL_cts_sinks=65
export IMPL_aoi_share_pct=0
export IMPL_synth_top_cell_by_count="dfrtp_1"
export IMPL_slew_headroom_pct=82.9
export IMPL_worst_hold_slack_ns=-0.134
export IMPL_drt_initial_drc_count=49
export IMPL_row_count=22
export IMPL_dieArea_um2=4330
export IMPL_htree_levels=3
export IMPL_track_usage_pct=22.7
export IMPL_postCtsSetupRepairBufs=0
export IMPL_cap_violations=0
export IMPL_path_clk_slew_ns=0.06
export IMPL_muxShareOfSynthArea_pct=0
export IMPL_edf_count=0
export IMPL_antenna_cells=0
export IMPL_fmax_mhz=969
export IMPL_hpwl_um=3090
export IMPL_die_y_um=65.8
export IMPL_num_vias=1124
export IMPL_antenna_found_initial=0
export IMPL_ys_warn_count=1
export IMPL_syn_inst=65
export IMPL_yosys_area_share_simple_pct=0
export IMPL_setup_viol=8
export IMPL_leakagePower_nw=1.38
export IMPL_drc=0
export IMPL_worst_path_buf_inv=1
export IMPL_crit_family="flip-flops"
export IMPL_netlist_area_um2=1630
export IMPL_largest_area_cell="dfrtp_1"
export IMPL_grt_pass1_wl_um=6420
export IMPL_area_growth_pct=76.4
export IMPL_xor_area_share_pct=0
export IMPL_core_um2=3770
export IMPL_wl_um=4450
export IMPL_overflow=0
export IMPL_grt_start_max_net_pins=45
export IMPL_ir_worst_vdd_v=0.00110
export IMPL_violations="negative hold slack, negative setup slack"
export IMPL_drtAntennaViolNets=0
export IMPL_die_x_um=65.8
export IMPL_path_class="reg2out"
export IMPL_ys_seq_share_pct=100
export IMPL_drt_pass1_iter_count=4
export IMPL_cp_cell_sequence="buf_2"
export IMPL_cts_root_buf="clkbuf_8"
export IMPL_dp_slack_ns=-0.0308
export IMPL_synth_area_per_cell_um2=25.0
export IMPL_hold_viol=65
export IMPL_cp_slowest_cell="dfrtp_1"
export IMPL_period_used_pct=103
export IMPL_top_area_share_pct=100
export IMPL_maxSlewViolCount=0
export IMPL_cts_tree="done"
export IMPL_first_global_vias=1191
export IMPL_place_gp_congestion=0.747
export IMPL_netlist_top_cells_count="65 x dfrtp_1"
export IMPL_tightest_slew_ns=0.256
export IMPL_comb_cells=0
export IMPL_ff_type="dfrtp_1"
export IMPL_placed_area_um2=3020
export IMPL_cp_start_kind="register"
export IMPL_fin_cells=262
export IMPL_fin_area_um2=2870
export IMPL_numSynthFlops=65
export IMPL_end_kind="output pin"
export IMPL_wl_per_cell_um=17.0
export IMPL_cpPeakStageDelay_ns=0.38
export IMPL_ys_cells=65
export IMPL_numPortBuffers=131
export IMPL_boundaryPins=132
export IMPL_synthArstFlopShare_pct=100
export IMPL_crit_required_ns=0.80
export IMPL_grt_setup_unrepaired="true"
export IMPL_area_leaders="dfrtp_1 100%"
export IMPL_numCtsBuffers=9
export IMPL_n_fill_cell=252
export IMPL_warnings=30
export IMPL_status="finished with violations"
export IMPL_mi_logic_area_um2=0
[routing by layer]
layer	wire, µm	vias to the layer above	track usage [%]
li1	-	489	-
met1	1630	534	33.4
met2	2030	95	32.5
met3	721	6	11.2
met4	65	0	5.16
met5	0	-	0
[repair_timing]
item	in CTS	in global routing
endpoints found under the hold margin	65	65
setup endpoints to repair	65	65
resized	201	0
[sequential cells by signal (all words and copies together), names as in the netlist]
| signal | count |
|---|---|
| stop_out | 1 |
| PC_out | 32 |
| inst_ID_out | 32 |
[area by class of cell]
class / instances / area (µm²) / area share (%)
well taps: 48 / 60.1 / 2.09
clock buffers: 13 / 159 / 5.54
clock inverters: 3 / 15.0 / 0.523
repair buffers: 133 / 1010 / 35.2
flip-flops and latches: 65 / 1630 / 56.7
[stage by stage]
| stage | TNS (ns) | util, % | power [W] | hold slack, ns |
|---|---|---|---|---|
| floorplan | 0 | - | 0.00281 | -0.0956 |
| global placement | -0.0258 | 80.1 | 0.00339 | 0.207 |
| detailed placement | -0.0633 | 80.1 | 0.00340 | 0.214 |
| CTS | -1.00 | 76.1 | 0.00518 | -0.145 |
| global route | -1.79 | 76.1 | 0.00533 | -0.125 |
| finish | -0.123 | 76.1 | 0.00511 | -0.134 |
[final timing paths]
path                                 from        endpoint  slack (ns)  cells past startpoint
min in group clk0               PC_in[25]      PC_out[25]        0.31                      1
max                        inst_ID_out[0]  inst_ID_out[0]       -0.03                      1
max in group asynchronous            rstn      PC_out[16]        0.91                      2
min                                  rstn      PC_out[10]       -0.13                      2
[cell usage in the layout (no fill, tap or decap), drive strengths merged]
cell type / count
clkbuf: 13
clkdlybuf4s50: 65
buf: 68
dfrtp: 65
clkinv: 3
[power breakdown]
group          switching, W  leakage [nW]  internal, W
logic              0.000112         0.528     0.000315
clock network      0.000865        0.0932      0.00102
registers         0.0000327         0.757      0.00276
total               0.00101          1.38      0.00410
[cells by family after synthesis]
| group | Yosys count |
|---|---|
| flip-flops | 65 |
Power figures rest on the tool's default switching activity, not on a simulated workload.
