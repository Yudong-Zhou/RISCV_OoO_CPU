--- flow/config.mk ---
export PLATFORM = sky130hd
export DESIGN_NAME = Decoder
export DESIGN_NICKNAME = Decoder
export VERILOG_FILES = /design/flow/design.v
export SDC_FILE = /design/flow/constraint.sdc
export NUM_CORES = 4
export LEC_CHECK = 1
export CORE_AREA = 10 10 70 70
export DIE_AREA = 0 0 80 80
--- flow/constraint.sdc ---
current_design Decoder

set clk_period 7.3
set clk_io_pct 0.2

create_clock -name clk0 -period $clk_period

set non_clock_inputs [all_inputs -no_clocks]
set_input_delay [expr $clk_period * $clk_io_pct] -clock clk0 $non_clock_inputs
set_output_delay [expr $clk_period * $clk_io_pct] -clock clk0 [all_outputs]
--- flow/design.v ---
`timescale 1ns/1ps
module Decoder (
    input  wire [31:0]      instruction,
    output reg  [6:0]       opcode,
    output reg  [2:0]       funct3,
    output reg  [6:0]       funct7,
    output reg  [6:0]       rs1,
    output reg  [6:0]       rs2,
    output reg  [6:0]       rd,
    output reg  [31:0]      imm
);
    always @(*) begin
        opcode  = instruction[6:0];
        funct3  = instruction[14:12];
        funct7  = instruction[31:25];
        rs1     = instruction[19:15];
        rs2     = instruction[24:20];
        rd      = instruction[11:7];
        case (opcode)
            7'b0010011,  
            7'b0000011:  
                imm = {{20{instruction[31]}}, instruction[31:20]};  
            7'b0100011:  
                imm = {{20{instruction[31]}}, instruction[31:25], instruction[11:7]};  
            7'b0110111:  
                imm = {instruction[31:12], 12'b0};  
            default:
                imm = 32'b0;
        endcase
    end
endmodule
--- flow/run.sh ---
#!/bin/bash
# OpenROAD 26Q1-2900-gdf79404cd8, Yosys 0.63+post, stock flow scripts
make -C /OpenROAD-flow-scripts/flow DESIGN_CONFIG=/design/flow/config.mk WORK_HOME=/design/flow/orfs finish
==> run_results.csv <==
group,metric,value,unit
sta,setup_viol,0,
sta,setup_slack,2.21,ns
placed_design,dp_hpwl,2700,um
logic_synthesis,ys_sh_simple,0.359,
power,p_total,0.0521,mW
sta,hold_viol_final,0,
logic_synthesis,yosys_warnings,1,
floorplanning,initCoreUtil,0.207,
critical_path,cp_num_buf_inv,2,
grt,grt_start_max_net_pins,24,
grt,grt_overflow,0,
sta,finalMaxSlewViolations,0,
grt,grt_pass1_vias,934,
logic_synthesis,area_leaders,"buf_4, a21oi_1, nand2_1, and2b_1, and3_1",
worst_hold_path,hold_end,"rd[0]",
grt,busiest_layer,"met2",
critical_path,path_delay_family,"buffers and inverters",
layout,drive_above_1_share,0.0233,
drt,final_antenna_net_count,0,
floorplanning,die_area,0.00640,sq mm
logic_synthesis,yosys_cells,115,
critical_path,cpMostUsedCell,"clkdlybuf4s50_1",
power,p_leak,0.510,nW
logic_synthesis,synth_seq_share,0,
critical_path,cp_slowest_cell,"nand3b_1",
critical_path,path_cells,"clkdlybuf4s50_1 > nand2_1 > nand3b_1 > a21oi_1 > clkdlybuf4s50_1",
logic_synthesis,syn_area,708,sq um
layout,flop_area,0,sq um
critical_path,critPathLaunch,"instruction[5]",
grt,use_met1,0.0983,
drt,vias,907,
grt,grt_pass1_wl,4660,um
floorplanning,rows,21,
sta,tns,0,ns
sta,hold_slack,3.75,ns
flow_run,cap_violations,0,
grt,antenna_found_initial,0,
power,power_density,36.7,mW/mm^2
placed_design,dpl_worst_slack,2.21,ns
layout,clkbuf_count,0,
logic_synthesis,mux_area_frac,0,
floorplanning,core_area,0.00342,sq mm
grt,grtUsageMet3,0.0716,
drt,routed_wl,3190,um
critical_path,start_kind,"primary input",
critical_path,arrival,3.63,ns
grt,use_met2,0.136,
worst_hold_path,min_path_cells,2,
run_status,status,"completed",
drt,vias_per_cell,4.16,
layout,synthToLayoutAreaGrowth,101,%
critical_path,critPathRequiredTime,5.84,ns
logic_synthesis,ys_chip_area,708,sq um
critical_path,max_stage_delay,0.55,ns
critical_path,path_class,"primary input to output pin",
logic_synthesis,xor_area_frac,0,
logic_synthesis,compound_area_frac,0.177,
worst_hold_path,hold_class,"primary input to output pin",
drt,dr.pass1.iters,4,
critical_path,cp-end-kind,"output pin",
power,ir_drop,0.0126,mV
grt,groute.usage.overall,0.0882,
logic_synthesis,synth-adder-area-share,0,
sta,worst_pin_slew,0.724,ns
logic_synthesis,top_area_frac,0.403,
logic_synthesis,synth_area_per_cell,6.16,sq um
flow_run,warning_count,32,
drt,drtIter0Drc,14,
sta,rsz0062_at_grt,"no",
critical_path,cp_max_fo,20,
logic_synthesis,synth_cells,115,
drt,post_drt_wl_per_cell,14.6,um
logic_synthesis,logic_family,"buffers and inverters",
drt,drc,0,
worst_hold_path,min_from,"instruction[7]",
cts,cts_hold_buf,0,
logic_synthesis,yosys.area.top_type,"buf_4",
sta,relSlewSlack,0.516,
floorplanning,io_pins,102,
floorplanning,die_x,80,um
logic_synthesis,ys_types,17,
sta,fin_crit,5.09,ns
layout,ff_count,0,
cts,post-cts-setup-buffer-count,0,
cts,ctsResizeCount,0,
floorplanning,die_y,80,um
placed_design,gp_congestion,0.782,
sta,max_freq,197,MHz
sta,finalClockPeriodUsage,0.697,
placed_design,io_buffers,96,
drt,insertedDiodeCount,0,
worst max-delay path by stage:
stage         endpoint  cells after the start
finish         imm[20]                      5
global route   imm[23]                      5
CTS            imm[20]                      5
routing by layer:
layer  routed length, um  part of all wire  up-vias
met1                1240              0.39      385
met5                   0                 0        -
met3                 712              0.22        0
li1                    -                 -      451
met4                   0                 0        0
met2                1240              0.39       71
final cells by class:
class                      count  area (sq um)
timing repair buffer          96           961
tap                           46          57.6
fill                         330          2000
multi-input combinational     76           402
power by group:
group	total (mW)	leakage (nW)	internal, mW	switching (mW)
combinational	0.0521	0.510	0.0366	0.0155
sequential	0	0	0	0
clock	0	0	0	0
total	0.0521	0.510	0.0366	0.0155
stage by stage:
| step | area (sq um) | utilization | cells |
|---|---|---|---|
| 2_1_floorplan | 727 | - | 120 |
| 3_3_place_gp | 1420 | 0.416 | 218 |
| 3_5_place_dp | 1420 | 0.416 | 218 |
| 4_1_cts | 1420 | 0.416 | 218 |
| 5_1_grt | 1420 | 0.416 | 218 |
| 6_report | 1420 | 0.416 | 218 |
cell families after synthesis:
logic type	count (synthesis)
and+or+nand+nor	45
buffers and inverters	44
AOI/OAI and AO/OA	25
other	1
synthesized netlist by cell type (all sizes together):
cell type	n
nand4bb	1
nor3b	1
nand3b	1
nor2b	1
nor2	8
and3	7
clkbuf	2
or2	1
nand2	20
a21oi	25
conb	1
and2b	5
buf	42
cells in the final DEF (no fill, tap or decap), drive strengths merged:
cell	count
nand3b	1
conb	6
or2	1
a21oi	25
nor3b	1
clkdlybuf4s50	96
and2b	5
nand4bb	1
nor2	8
nand2	20
and3	7
nor2b	1
Power is estimated from default activity; no workload was simulated.
