==> flow/design.v <==
`timescale 1ns/1ps
module MEM_Comp_Reg (
    input           clk,
    input           rstn,
    input           from_lsq,
    input           mem_vaild,
    input [31:0]    lwData_from_LSQ_in,
    input [31:0]    lwData_from_MEM_in,
    input [31:0]    pc_from_LSU_in,
    input [31:0]    pc_from_MEM_in,
    input           FU_write_flag,
    input           FU_read_flag,
    input           FU_read_flag_MEM,
    output reg [31:0]   lwData_out,
    output reg [31:0]   pc_out,
    output reg          vaild_out,
    output reg          lsq_out,
    output reg          FU_write_flag_com,
    output reg          FU_read_flag_com,
    output reg          FU_read_flag_MEM_com
);
    always @(posedge clk or negedge rstn) begin
        if (~rstn) begin
            lwData_out              <= 32'b0;
            pc_out                  <= 32'b0;
            vaild_out               <= 1'b0;
            lsq_out                 <= 1'b0;
            FU_write_flag_com       <= 1'b0;
            FU_read_flag_com        <= 1'b0;
            FU_read_flag_MEM_com    <= 1'b0;
        end
        else begin
            if (from_lsq) begin
                lwData_out          <= lwData_from_LSQ_in;
                pc_out              <= pc_from_LSU_in;
            end
            else if (mem_vaild) begin
                lwData_out          <= lwData_from_MEM_in;
                pc_out              <= pc_from_MEM_in;
            end
            vaild_out               <= mem_vaild;
            lsq_out                 <= from_lsq;
            FU_write_flag_com       <= FU_write_flag;
            FU_read_flag_com        <= FU_read_flag;
            FU_read_flag_MEM_com    <= FU_read_flag_MEM;
        end
    end
endmodule
==> flow/run.sh <==
#!/bin/bash
# OpenROAD 26Q1-2900-gdf79404cd8, Yosys 0.63+post, stock flow scripts
make -C /OpenROAD-flow-scripts/flow DESIGN_CONFIG=/design/flow/config.mk WORK_HOME=/design/flow/orfs finish
==> flow/config.mk <==
export PLATFORM = sky130hd
export DESIGN_NAME = MEM_Comp_Reg
export DESIGN_NICKNAME = MEM_Comp_Reg
export VERILOG_FILES = /design/flow/design.v
export SDC_FILE = /design/flow/constraint.sdc
export NUM_CORES = 4
export LEC_CHECK = 1
export CORE_AREA = 10 10 140 140
export DIE_AREA = 0 0 150 150
==> flow/constraint.sdc <==
current_design MEM_Comp_Reg

set clk_period 1.0
set clk_io_pct 0.2

create_clock -name clk0 -period $clk_period [get_ports {clk}]

set non_clock_inputs [all_inputs -no_clocks]
set_input_delay [expr $clk_period * $clk_io_pct] -clock clk0 $non_clock_inputs
set_output_delay [expr $clk_period * $clk_io_pct] -clock clk0 [all_outputs]
==> reports/summary.txt <==
Required @ worst endpoint = 0.80 ns
final clock skew = 0 ns
worst min path class = in -> async
final worst slack = -0.0343 ns
Worst Setup Start Kind = flop
maximum number of pins on one net before global-route repair = 44
PortBufs = 203
Post-Route Setup TNS = -1.23 ns
Critical Path AT = 0.83 ns
RSZ-0062 raised after global routing = yes
FILL cells = 1670
cell count in the Yosys report = 282
Area Growth Syn to Fin = 78.3%
Post-Route WL = 11.3 mm
Clock Pin Slew Worst Setup and Hold Paths = 0.06 ns
Fmax = 967 MHz
Post-Syn Area = 3090 um^2
Synth warnings = 1
final total power = 0.00795 W
num rows = 47
Remaining Overflow, GRT = 0
CTS tree = done
ANT nets after route = 0
tool warnings = 29
Synth Register Bits = 69
Setup Crit Path Kind = reg -> out
worst path bufs/invs = 1
worst r2r dst = pc_out[11]$_DFFE_PN0P_
Slew headroom = 88.4%
Final setup viols = 66
first-pass iteration count of the detailed router = 4
Worst R2R Start = pc_out[11]$_DFFE_PN0P_
failing checks = hold timing, setup timing
DR vias = 2840
initial antenna violation count = 0
status = finished with violations
CP peak stage delay = 0.37 ns
CP top delay family = flip-flops
H-tree levels = 3
die y size = 150 um
routed length per instance = 15.4 um
Setup Slack @ Placement = -0.0498 ns
VDD IR max = 669 uV
Core ar. = 16600 um^2
Synth cell types = 10
utilization after layout = 33.3%
Top cell excl fill/tap = clkdlybuf4s50_1
# IOs = 204
sequential cell area = 1730 um^2
fp util = 18.7%
Max-Cap Viols = 0
Synth Seq Share = 55.8%
Mapped Cells = 282
Slowest-stage cell, CP = dfrtp_1
layout cells sized above 1 = 23.3%
reg2reg path depth = 4
# DRC = 0
Crit. End Element = output pin
DIE AREA = 22500 um^2
final weighted congestion in routability-driven placement = 0.797
worst hold slack = -0.170 ns
# clock sinks = 69
CP Cell Sequence = buf_2
vias in the first global route = 2853
# diodes = 0
clk latency late pin = 0.33 ns
clock root cell = clkbuf_16
Final Hold Fails = 69
post-DR vias/cell = 3.89
first-pass GRT wire length = 16.8 mm
syn avg cell area = 11.0 um^2
worst-path fanout max = 2
power per cell area = 1440 nW/um^2
Worst Max-Slew Pin Slew = 0.169 ns
maximum clock insertion buffer count = 2
gr usage total = 9.64%
hpwl dp = 8.81 mm
Iteration-0 DRC Markers = 100
Logic area = 1200 um^2
Die Wd = 150 um
Max Slew Vio Count = 0
min cycle time layout = 1.03 ns
Static Leak = 2.59 nW
Top Layout Cells = clkdlybuf4s50_1, dfrtp_1, buf_2
crit path from = lwData_out[15]$_DFFE_PN0P_
Num CTS Buffers = 9
flop-to-flop setup slack = 0.08 ns
final worst-path cycle share = 103%
post-synth area from yosys stat = 3090 um^2
metrics by stage:
| stage | hold slack [ns] | cells | instance area (um^2) |
|---|---|---|---|
| floorplan | -0.0956 | 282 | 3090 |
| global placement | 0.191 | 696 | 5410 |
| detailed placement | 0.190 | 696 | 5410 |
| CTS | -0.179 | 713 | 5380 |
| global route | -0.172 | 731 | 5510 |
| finish | -0.170 | 731 | 5510 |
final cells by class:
| type | count | area share [%] |
|---|---|---|
| clock buffer | 12 | 4.83 |
| clock inverter | 4 | 0.817 |
| multi-input combinational | 192 | 21.8 |
| sequential | 69 | 31.3 |
| tap | 220 | 4.99 |
| timing repair buffer | 234 | 36.3 |
synthesized netlist by cell type (all sizes together):
master | instances | area, um^2
buf | 14 | 139
clkbuf | 7 | 26.3
dfrtp | 69 | 1730
mux2i | 64 | 641
nand2 | 64 | 240
o21ai | 64 | 320
flip-flops by register name (all words and copies together) (netlist names):
| signal | count |
|---|---|
| pc_out | 32 |
| lwData_out | 32 |
| FU_read_flag_com | 1 |
| lsq_out | 1 |
| vaild_out | 1 |
| FU_read_flag_MEM_com | 1 |
| FU_write_flag_com | 1 |
power by group:
group          switching (W)  internal, W  leakage (nW)
registers           0.000111      0.00304         0.830
clock network        0.00116      0.00212         0.158
logic               0.000526     0.000988          1.60
timing repair:
action                                  4_1_cts  5_1_grt
buffers inserted                              1       18
endpoints found under the setup margin       69       69
endpoints found under the hold margin        69       69
gates resized                               221        0
routing by layer:
| metal | GRT usage [%] | up-vias | share of wire (%) |
|---|---|---|---|
| met5 | 0 | - | 0 |
| met4 | 1.90 | 0 | 2.2 |
| met3 | 4.48 | 19 | 10 |
| met2 | 15.3 | 111 | 49 |
| met1 | 11.9 | 1298 | 38 |
| li1 | - | 1412 | - |
kinds of logic after synthesis:
| group | share of synthesized area [%] |
|---|---|
| and+or+nand+nor | 7.77 |
| AOI/OAI and AO/OA | 10.4 |
| buffers and inverters | 5.34 |
| DFF | 55.8 |
| muxes | 20.7 |
worst max-delay path by stage:
stage / depth (start not counted) / end / slack (ns)
after CTS: 1 / lwData_out[15] / -0.06
after global routing: 1 / lwData_out[11] / -0.09
final: 1 / lwData_out[15] / -0.03
worst register-to-register path, stage by stage (launching register included):
cell and delay [ns]:
dfrtp_1 0.37, buf_4 0.13, buf_4 0.12, mux2i_1 0.12
o21ai_1 0.08
No activity file was given, so power comes from the tool's default toggle rates.
