## flow/run.sh

```bash
#!/bin/bash
# OpenROAD 26Q1-2900-gdf79404cd8, Yosys 0.63+post, stock flow scripts
make -C /OpenROAD-flow-scripts/flow DESIGN_CONFIG=/design/flow/config.mk WORK_HOME=/design/flow/orfs finish
```

## flow/config.mk

```make
export PLATFORM = sky130hd
export DESIGN_NAME = EX_MEM_Reg
export DESIGN_NICKNAME = EX_MEM_Reg
export VERILOG_FILES = /design/flow/design.v
export SDC_FILE = /design/flow/constraint.sdc
export NUM_CORES = 4
export LEC_CHECK = 1
export CORE_AREA = 10 10 205 205
export DIE_AREA = 0 0 215 215
```

## flow/constraint.sdc

```tcl
current_design EX_MEM_Reg

set clk_period 1.0
set clk_io_pct 0.2

create_clock -name clk0 -period $clk_period [get_ports {clk}]

set non_clock_inputs [all_inputs -no_clocks]
set_input_delay [expr $clk_period * $clk_io_pct] -clock clk0 $non_clock_inputs
set_output_delay [expr $clk_period * $clk_io_pct] -clock clk0 [all_outputs]
```

## flow/design.v

```verilog
`timescale 1ns/1ps
module EX_MEM_Reg (
    input           clk,
    input           rstn,
    input [2 : 0]   tunnel_in,
    input [31 : 0]  rd_result_fu0_in,
    input [31 : 0]  pc_fu0_in,
    input [31 : 0]  rd_result_fu1_in,
    input [31 : 0]  pc_fu1_in,
    input [31 : 0]  rd_result_fu2_in,
    input [31 : 0]  pc_fu2_in,
    input           op_write_in,
    input           op_read_in,
    input [3 : 0]   op_in,
    output reg [2 : 0]   tunnel_out,
    output reg [31 : 0]  rd_result_fu0_out,
    output reg [31 : 0]  pc_fu0_out,
    output reg [31 : 0]  rd_result_fu1_out,
    output reg [31 : 0]  pc_fu1_out,
    output reg [31 : 0]  rd_result_fu2_out,
    output reg [31 : 0]  pc_fu2_out,
    output reg           op_write_out,
    output reg           op_read_out,
    output reg [3 : 0]   op_out
);
    always @(posedge clk or negedge rstn) begin
        if (~rstn) begin
            rd_result_fu0_out   <= 'd0;
            pc_fu0_out          <= 'd0;
            rd_result_fu1_out   <= 'd0;
            pc_fu1_out          <= 'd0;
            rd_result_fu2_out   <= 'd0;
            pc_fu2_out          <= 'd0;
            op_write_out        <= 'd0;
            op_read_out         <= 'd0;
            op_out              <= 'd0;
            tunnel_out          <= 'd0;
        end
        else begin
            rd_result_fu0_out   <= rd_result_fu0_in;
            pc_fu0_out          <= pc_fu0_in;
            rd_result_fu1_out   <= rd_result_fu1_in;
            pc_fu1_out          <= pc_fu1_in;
            rd_result_fu2_out   <= rd_result_fu2_in;
            pc_fu2_out          <= pc_fu2_in;
            op_write_out        <= op_write_in;
            op_read_out         <= op_read_in;
            op_out              <= op_in;
            tunnel_out          <= tunnel_in;
        end
    end
endmodule
```

==> impl_metrics.ini <==
; implementation run metrics
[routing]
wl_um = 19800
via_count = 3462
via_per_inst = 2.97
ant_nets = 0
post_drt_wl_per_cell_um = 17.0
drc = 0
dr.pass1.iters = 4
dr.first_iter.drc_count = 92

[status]
status = finished, violations left
violations = negative hold slack, negative setup slack

[place]
io_buffers = 403
dpl_cell_area_um2 = 9790
dp_hpwl_um = 15500
gp_congestion = 0.794
pre_cts_slack_ns = -0.0387

[die]
core_area_um2 = 37600
fp_util_pct = 13.4
rows = 71
chip_area_um2 = 46200
boundaryPins = 404
fp.dieW_um = 215
die_y_um = 215

[sta]
rsz0062_at_grt = yes
min_period_ns = 1.20
finalSetupViolCount = 201
fin_ws_ns = -0.199
hold_viol = 201
worst-slew-pin-transition_ns = 0.245
relSlewSlack_pct = 83.6
max_freq_mhz = 834
maxSlewViolCount = 0
hold_ws_ns = -0.0973
fin_crit_sh_pct = 120

[synth]
yosys_most_used_dff = dfrtp_1
top_area_share_pct = 100
syn_area_per_cell_um2 = 25.0
netlist_instances = 201
syn-cell-area_um2 = 5030
top_cells_by_area = dfrtp_1 100%
synth_flops = 201
synth.distinct_cells = 1
yosysChipArea_um2 = 5030
async_reset_ff_share_pct = 100
synth-edff-count = 0
common_cells = 201 x dfrtp_1
most_common_cell = dfrtp_1
seq_area_frac_synth_pct = 100
top_area_cell = dfrtp_1
yosysWarningCount = 1
yosys_cells = 201

[grt]
overflow = 0
grt_pass1_vias = 4091
grt_use_total_pct = 8.49
grt_pass1_wl_um = 29300
grt_max_degree = 40
antenna_found_initial = 2

[setup_path]
worstPathArrival_ns = 1.00
critPathMaxFanout = 1
cp-start-kind = flop
worst-setup-path-type = reg -> out
crit_slowest_cell = dfrtp_1
crit_path_max_incr_delay_ns = 0.37
critPathTopFamily = flip-flops
required_ns = 0.80
timing.critical_path.buf_inv = 1
end_kind = output port
cp.depth = 1
path_cells = buf_2

[final_layout]
drive_gt1_share_pct = 38.4
comb_cells = 0
comb_area_um2 = 0
areaGrowthSynthToFinish_pct = 92.5
fin_area_um2 = 9680

[job]
maxCapViolations = 0
warnings = 29

[power]
p_clk_share_pct = 46.8
intPower_mw = 15.3
pwr-share-seq_pct = 45.6
vdd_ir_drop_max_mv = 1.42
p_sw_share_pct = 19.4
leakagePower_nw = 4.42
power.density_nw_per_um2 = 1960
power.switching_mw = 3.68
combPwrFrac_pct = 7.6

[clocking]
cts_sinks = 201
root_buffer = clkbuf_16
cts_tree = done
cts_made_buffers = 22
cts_max_level = 1
clk_pin_slew_ns = 0.06
cts_setup_buffers = 0
max-clock-path-buffers = 3

[hold_path]
hold_class = in -> async
state kept, by name, summed over array words and instances (netlist names):
register,count
op_read_out,1
pc_fu0_out,32
tunnel_out,3
pc_fu2_out,32
rd_result_fu2_out,32
rd_result_fu1_out,32
rd_result_fu0_out,32
pc_fu1_out,32
op_write_out,1
op_out,4
per-layer routing:
layer	vias up	track usage [%]	wire (µm)
li1	1503	-	-
met1	1635	9.74	7340
met2	293	13.3	8910
met3	29	5.26	3020
met4	2	1.78	491
met5	-	0	13
tightest hold or removal path, delay by kind of cell:
family,cells,cell delay [ns]
buffers and inverters,4,0.56
power groups by stage:
stage / combinational (mW) / sequential [mW] / clock, mW
final: 1.44 / 8.63 / 8.87
after global routing: 1.59 / 8.67 / 9.54
after CTS: 1.51 / 8.64 / 9.20
cell usage in the layout (no fill, tap or decap):
cell and instances:
clkdlybuf4s50_1 201, clkbuf_16 23, dfrtp_1 201, buf_12 3, buf_16 2, bufinv_16 4
diode_2 1, clkinv_4 1, clkbuf_1 1, buf_2 201, clkbuf_8 8, clkinv_2 3
buf_4 6
repair_timing:
action                                  in CTS  in global routing
cloned                                       0                  0
endpoints found under the hold margin      201                201
gates resized                              652                  0
pin swaps                                    0                  0
endpoints found under the setup margin     201                201
cell families (layout without fill, tap and decap cells):
| kind of cell | after synthesis | after routing | share of synthesized area [%] |
|---|---|---|---|
| buffers and inverters | 0 | 453 | 0 |
| flip-flops | 201 | 201 | 100 |
| other | 0 | 1 | 0 |
final timing paths:
| path | to | slack (ns) | start |
|---|---|---|---|
| setup / recovery | pc_fu2_out[23] | -0.20 | pc_fu2_out[23] |
| hold / removal | rd_result_fu0_out[3] | -0.1 | rstn |
| max in group asynchronous | pc_fu2_out[31] | 0.86 | rstn |
| min in group clk0 | pc_fu1_out[23] | 0.12 | pc_fu1_in[23] |
through the flow:
step           utilization (%)  hold WS [ns]  setup TNS [ns]  power [mW]  instances
2_1_floorplan                -       -0.0956               0        8.68        201
3_3_place_gp              26.1         0.153          -0.180        10.6       1123
3_5_place_dp              26.1         0.153          -0.120        10.6       1123
4_1_cts                   25.8       -0.0983          -44.20        19.3       1165
5_1_grt                   25.8       -0.0952          -46.76        19.8       1165
6_report                  25.8       -0.0973          -36.03        18.9       1166
area by class of cell:
cell class / count / area, µm²
clock buffers: 31 / 676
flip-flops and latches: 201 / 5030
clock inverters: 8 / 144
well taps: 511 / 639
repair buffers: 414 / 3190
diodes: 1 / 2.50
fillers: 3884 / 27900
Power and IR drop assume default switching activity.
